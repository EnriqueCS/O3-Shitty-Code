===== flow/config.mk =====
export PLATFORM = sky130hd
export DESIGN_NAME = instruction_handler
export DESIGN_NICKNAME = instruction_handler
export VERILOG_FILES = /design/flow/design.v
export SDC_FILE = /design/flow/constraint.sdc
export NUM_CORES = 4
export LEC_CHECK = 1
export CORE_AREA = 10 10 92 92
export DIE_AREA = 0 0 102 102
export SYNTH_HDL_FRONTEND = slang

===== flow/constraint.sdc =====
current_design instruction_handler

set clk_period 3.1
set clk_io_pct 0.2

create_clock -name clk0 -period $clk_period [get_ports {clk}]

set non_clock_inputs [all_inputs -no_clocks]
set_input_delay [expr $clk_period * $clk_io_pct] -clock clk0 $non_clock_inputs
set_output_delay [expr $clk_period * $clk_io_pct] -clock clk0 [all_outputs]

===== flow/design.v =====
`timescale 1ns / 1ps
`timescale 1ns / 1ps
module instruction_common_fields(
    input [24:0] instruction_data,   
    input [1:0]  group,
    input        specifier,
    output reg [4:0] rs1,            
    output reg [2:0] funct3,         
    output reg [6:0] funct7,         
    output reg [4:0] rs2,            
    output reg [4:0] rd,             
    output reg [11:0] imm_i12,       
    output reg [6:0]  imm_s7,        
    output reg [4:0]  imm_s5,        
    output reg [6:0]  imm_b7,        
    output reg [4:0]  imm_b5         
);
    always @(*) begin
        rs1    = instruction_data[12:8];    
        funct3 = instruction_data[7:5];     
        rd     = instruction_data[4:0];     
        rs2    = instruction_data[17:13];   
        funct7 = instruction_data[24:18];   
        imm_i12 = 12'b0;
        imm_s7  = 7'b0;
        imm_s5  = 5'b0;
        imm_b7  = 7'b0;
        imm_b5  = 5'b0;
        case (group)
            2'b01: begin
                if (specifier == 1'b1) begin
                    imm_i12 = instruction_data[24:13];
                end
            end
            2'b10: begin
                if (specifier == 1'b0) begin
                    imm_s7 = instruction_data[24:18];
                    imm_s5 = instruction_data[4:0];
                end else begin
                    imm_b7 = instruction_data[24:18];
                    imm_b5 = instruction_data[4:0];
                end
            end
        endcase
    end
endmodule
`timescale 1ns / 1ps
module opcode_decoder(
    input [31:0] instruction,    
    output reg [1:0] group,      
    output reg specifier,        
    output reg [24:0] instruction_data,  
    output reg [6:0] opcode_out  
);
    always @(*) begin
        opcode_out = instruction[6:0];        
        instruction_data = instruction[31:7];  
        case (opcode_out)
            7'b0110011,  
            7'b0010011,  
            7'b0000011,  
            7'b1100111:  
            begin
                group = 2'b01;
                specifier = (opcode_out == 7'b0110011) ? 1'b0 : 1'b1;
            end
            7'b0100011,  
            7'b1100011:  
            begin
                group = 2'b10;
                specifier = (opcode_out == 7'b0100011) ? 1'b0 : 1'b1;
            end
            7'b0110111,  
            7'b0010111,  
            7'b1101111:  
            begin
                group = 2'b11;
                specifier = (opcode_out == 7'b1101111) ? 1'b0 : 1'b1;
            end
            default: begin
                group = 2'b00;  
                specifier = 1'b0;
            end
        endcase
    end
endmodule
`timescale 1ns / 1ps
module imm_extractor(
    input [24:0] instruction_data,  
    input specifier,                
    output reg [20:0] imm,          
    output reg [4:0] rd             
);
    always @(*) begin
        rd = instruction_data[4:0];
        if (specifier == 1'b0) begin
            imm = {instruction_data[24:5], 1'b0};  
        end else begin
            imm = {instruction_data[24],   
                   instruction_data[12:5],  
                   instruction_data[13],    
                   instruction_data[23:14]  
                  };
        end
    end
endmodule
`timescale 1ns / 1ps
module imm_concatenator(
    input  [1:0]  group,        
    input         specifier,    
    input  [11:0] imm_i12,      
    input  [6:0]  imm_s7,       
    input  [4:0]  imm_s5,       
    input  [6:0]  imm_b7,       
    input  [4:0]  imm_b5,       
    input  [20:0] imm_uj,       
    output reg [20:0] imm_out,  
    output reg        use_uj_rd  
);
    always @(*) begin
        imm_out   = 21'b0;
        use_uj_rd = 1'b0;
        case (group)
            2'b01: begin
                if (specifier == 1'b1) begin
                    imm_out = {{9{imm_i12[11]}}, imm_i12};
                end else begin
                    imm_out = 21'b0;
                end
            end
            2'b10: begin
                if (specifier == 1'b0) begin
                    imm_out = {{9{imm_s7[6]}}, imm_s7, imm_s5};
                end else begin
                    imm_out = {{9{imm_b7[6]}}, imm_b7, imm_b5};
                end
            end
            2'b11: begin
                imm_out   = imm_uj;
                use_uj_rd = 1'b1;   
            end
            default: begin
                imm_out   = 21'b0;
                use_uj_rd = 1'b0;
            end
        endcase
    end
endmodule
`timescale 1ns / 1ps
module decode_register(
    input clk,                   
    input [6:0] in_opcode,   
    input [1:0] in_group,    
    input in_specifier,      
    input [2:0] in_funct3,   
    input [6:0] in_funct7,   
    input [4:0] in_rs1,      
    input [4:0] in_rs2,      
    input [4:0] in_rd,       
    input [20:0] in_imm20,
    output reg [6:0] out_opcode,
    output reg [1:0] out_group,
    output reg out_specifier,
    output reg [2:0] out_funct3,
    output reg [6:0] out_funct7,
    output reg [4:0] out_rs1,
    output reg [4:0] out_rs2,
    output reg [4:0] out_rd,
    output reg [20:0] out_imm20
);
    always @(posedge clk) begin
        out_opcode   <= in_opcode;
        out_group    <= in_group;
        out_specifier <= in_specifier;
        out_funct3   <= in_funct3;
        out_funct7   <= in_funct7;
        out_rs1      <= in_rs1;
        out_rs2      <= in_rs2;
        out_rd       <= in_rd;
        out_imm20    <= in_imm20;
    end
endmodule
module instruction_handler(
    input  clk,                    
    input  [31:0] instruction,     
    output reg [31:0] imm_value    
);
    wire [1:0]  group;
    wire        specifier;
    wire [24:0] instruction_data;
    wire [6:0]  opcode_out;
    opcode_decoder decoder (
        .instruction      (instruction),
        .group            (group),
        .specifier        (specifier),
        .instruction_data (instruction_data),
        .opcode_out       (opcode_out)
    );
    wire [4:0] rs1_common, rs2_common, rd_common;
    wire [2:0] funct3_common;
    wire [6:0] funct7_common;
    wire [11:0] imm_i12_common;
    wire [6:0]  imm_s7_common, imm_b7_common;
    wire [4:0]  imm_s5_common, imm_b5_common;
    instruction_common_fields common_fields (
        .instruction_data (instruction_data),
        .group            (group),
        .specifier        (specifier),
        .rs1     (rs1_common),
        .funct3  (funct3_common),
        .funct7  (funct7_common),
        .rs2     (rs2_common),
        .rd      (rd_common),
        .imm_i12 (imm_i12_common),
        .imm_s7  (imm_s7_common),
        .imm_s5  (imm_s5_common),
        .imm_b7  (imm_b7_common),
        .imm_b5  (imm_b5_common)
    );
    wire [20:0] imm_uj;
    wire [4:0]  rd_uj;
    imm_extractor imm_ext (
        .instruction_data (instruction_data),
        .specifier        (specifier),  
        .imm              (imm_uj),
        .rd               (rd_uj)
    );
    wire [20:0] imm_out;
    wire use_uj_rd;
    imm_concatenator imm_mux (
        .group(group),
        .specifier(specifier),
        .imm_i12(imm_i12_common),
        .imm_s7 (imm_s7_common),
        .imm_s5 (imm_s5_common),
        .imm_b7 (imm_b7_common),
        .imm_b5 (imm_b5_common),
        .imm_uj (imm_uj),
        .imm_out(imm_out),
        .use_uj_rd(use_uj_rd)
    );
    reg [4:0]  rd_selected;
    always @(*) begin
        if (use_uj_rd == 1'b1) begin
            rd_selected = rd_uj;
        end else begin
            rd_selected = rd_common;
        end
    end
    wire [6:0] reg_opcode;
    wire [1:0] reg_group;
    wire       reg_specifier;
    wire [2:0] reg_funct3;
    wire [6:0] reg_funct7;
    wire [4:0] reg_rs1, reg_rs2, reg_rd;
    wire [20:0] reg_imm20;  
    decode_register decode_reg (
        .clk         (clk),
        .in_opcode   (opcode_out),
        .in_group    (group),
        .in_specifier(specifier),
        .in_funct3   (funct3_common),
        .in_funct7   (funct7_common),
        .in_rs1      (rs1_common),
        .in_rs2      (rs2_common),
        .in_rd       (rd_selected),  
        .in_imm20    (imm_out),      
        .out_opcode  (reg_opcode),
        .out_group   (reg_group),
        .out_specifier(reg_specifier),
        .out_funct3  (reg_funct3),
        .out_funct7  (reg_funct7),
        .out_rs1     (reg_rs1),
        .out_rs2     (reg_rs2),
        .out_rd      (reg_rd),
        .out_imm20   (reg_imm20)
    );
    always @(*) begin
        imm_value = 32'b0;
        case (reg_group)
            2'b01: begin
                if (reg_specifier) begin
                    imm_value = {{11{reg_imm20[20]}}, reg_imm20};
                end else begin
                    imm_value = 32'b0;
                end
            end
            2'b10: begin
                imm_value = {{11{reg_imm20[20]}}, reg_imm20};
            end
            2'b11: begin
                imm_value = {{11{reg_imm20[20]}}, reg_imm20};
            end
            default: imm_value = 32'b0;
        endcase
    end
endmodule

===== flow/run.sh =====
#!/bin/bash
# OpenROAD 26Q1-2900-gdf79404cd8, Yosys 0.63+post, stock flow scripts
make -C /OpenROAD-flow-scripts/flow DESIGN_CONFIG=/design/flow/config.mk WORK_HOME=/design/flow/orfs finish

==> flow_metrics.tcl <==
# collected from the flow reports
set metrics [dict create \
    syn_to_final_growth_pct 46.3 \
    ir_worst_vdd_v 0.000103 \
    final_design_area_no_fill_um2 2060 \
    gr-total-overflow 0 \
    fin_cells 282 \
    worst_pin_slew_ns 0.662 \
    clk_path_buf_depth 2 \
    finalHoldViolCount 0 \
    dominantRegCellSynth "dfxtp_1" \
    antenna_found_initial 0 \
    synth-seq-cells 25 \
    post_cts_resized 0 \
    vias 1223 \
    slew-limit-headroom_pct 55.8 \
    finalCriticalPeriod_ns 2.43 \
    yosysUniqueCellTypes 41 \
    setup_viol 0 \
    clk_pin_slew_ns 0.09 \
    path_cells "a211oi_2 > nor2b_1 > clkdlybuf4s50_1" \
    fmax_ghz 0.412 \
    diodes 0 \
    worst-setup-path-type "reg2out" \
    place_area_um2 2010 \
    drtPass1Iterations 4 \
    grt_pass1_wl_um 6400 \
    powerDensity_nw_per_um2 302 \
    place_ws_ns 0.615 \
    synth_seq_share_pct 35.6 \
    yosysWarnings 0 \
    fp_util_pct 21.8 \
    cp_max_fo 12 \
    async_flop_share_pct 0 \
    finalCritPeriodShare_pct 78.3 \
    maxCapViolCount 0 \
    core_area_um2 6460 \
    grt_usage_pct 7.59 \
    leakagePower_nw 0.739 \
    syn_inst 154 \
    hold_buffers 0 \
    slowest_delay_ns 0.60 \
    drt_iter0_drc 64 \
    drc 0 \
    die_h_um 102 \
    startpoint_type "register" \
    ios 65 \
    fin_total_pwr_mw 0.622 \
    clockRootBuffer "clkbuf_8" \
    synth-edff-count 0 \
    status "finished clean" \
    finalSetupTns_ns 0 \
    ys_area_um2 1410 \
    warnings 25 \
    viasPerCell 4.34 \
    layout_top_cells "clkdlybuf4s50_1, dfxtp_1, nor2b_1" \
    worstPathArrival_ns 1.81 \
    cts_tree "yes" \
    dp.cells 278 \
    top_area_cell "dfxtp_1" \
    grt_max_degree 21 \
    lay_top_count "clkdlybuf4s50_1" \
    top_cells_by_area "dfxtp_1, mux2i_1, nor2b_1" \
    drv_slew 0 \
    ys_cells 154 \
    cts_setup_buffers 0 \
    wire_per_inst_um 14.5 \
    worst_slack_ns 0.674 \
    crit_path_top_delay_cell "clkdlybuf4s50_1" \
    wl_um 4090 \
    numPortBuffers 64 \
    die_w_um 102 \
    htree_num_levels 1 \
    die_area_um2 10400 \
    core.rowCount 29 \
    drive_above_1_share_pct 10.2 \
    rsz0062_at_grt "false" \
    gp_congestion 0.867 \
    syn-cell-area_um2 1410 \
    avgSynthCellArea_um2 9.13 \
    cp-end-kind "output port" \
    hold_path_class "in2reg" \
    cts_buffers 3 \
    drtAntennaViolNets 0 \
    cts_sinks 25 \
    grt_pass1_vias 1246 \
    place_hpwl_um 3340 \
    critPathRequiredTime_ns 2.48 \
    top_area_share_pct 35.6 \
]
worst max-delay path, delay by kind of cell (launching register included):
kind                   cells  cell delay (ns)
AOI/OAI and AO/OA          1             0.07
and+or+nand+nor            1             0.53
DFF                        1             0.33
buffers and inverters      1             0.60
power by group:
part	internal, mW	leakage, nW	switching (mW)
sequential	0.328	0.202	0.00177
combinational	0.0585	0.511	0.0443
clock	0.0897	0.0255	0.0994
total	0.477	0.739	0.145
path summary, 6_finish.rpt:
| path | startpoint | end | slack (ns) | cells after the start |
|---|---|---|---|---|
| setup / recovery | decode_reg.out_specifier | imm_value[21] | 0.67 | 3 |
| hold / removal | instruction[11] | decode_reg.out_imm20[4] | 0.94 | 3 |
per-layer routing:
layer	vias to the layer above	part of all wire (%)	global-route usage [%]
met5	-	0	0
met4	0	1.6	1.63
met3	6	8.1	1.98
met2	38	47	12.2
met1	551	43	10.1
li1	628	-	-
Yosys cell counts, types with 2 or more instances:
cell type and number:
a211oi_1 2, a21oi_1 5, a222oi_1 3, buf_4 12, buf_6 2, clkbuf_1 2, dfxtp_1 25, inv_1 3
mux2i_1 15, nand2_1 16, nor2_1 3, nor2b_1 21, nor3_1 2, o21ai_0 6, o21ai_1 11
flip-flops by register name (all words and copies together), names as in the netlist:
signal / cells
decode_reg.out_group: 3
decode_reg.out_imm20: 21
decode_reg.out_specifier: 1
cells by family (layout without fill, tap and decap cells):
logic type	count (synthesis)	in the layout	synth area share [%]
and+or+nand+nor	55	55	23.5
muxes	15	15	10.7
buffers and inverters	22	73	11.6
DFF	25	25	35.6
AOI/OAI and AO/OA	37	37	18.7
layout make-up:
cell class                      count  area (um^2)
Clock buffer                        3         41.3
Multi-Input combinational cell    107          748
Tap cell                           77         96.3
Timing Repair Buffer               65          648
Fill cell                         677         4400
Sequential cell                    25          500
Clock inverter                      1         5.00
Inverter                            4         17.5
stage by stage:
stage | utilization (%) | hold WS, ns
after global placement | 31.1 | 1.21
after detailed placement | 31.1 | 1.21
after CTS | 31.8 | 0.931
final | 31.8 | 0.939
after floorplan | - | 0.726
after global routing | 31.8 | 0.926
Power and IR drop assume default switching activity.
